**/design/flow/design.v**
```verilog
module traffic_light(
  input  wire clk,
  input  wire rst,  
  input  wire tick,  
  output reg  ns_g, ns_y, ns_r,
  output reg  ew_g, ew_y, ew_r
);
  parameter S_NS_G = 2'b00;   
  parameter S_NS_Y = 2'b01;   
  parameter S_EW_G = 2'b10;   
  parameter S_EW_Y = 2'b11;   
  reg [1:0] state, next_state;    
  reg [2:0] tick_count;           
  always @(posedge clk) begin
    if (rst) begin
      state <= S_NS_G;
      tick_count <= 0;    
    end else state <= next_state;   
  end
  always @(posedge clk) begin
    if (rst) tick_count <= 0;    
    else if (tick) begin
      case (state)
        S_NS_G: tick_count <= (tick_count == 4) ? 0 : tick_count + 1;
        S_NS_Y: tick_count <= (tick_count == 1) ? 0 : tick_count + 1;
        S_EW_G: tick_count <= (tick_count == 4) ? 0 : tick_count + 1;
        S_EW_Y: tick_count <= (tick_count == 1) ? 0 : tick_count + 1;
      endcase
    end
  end
  always @(*) begin
    next_state = state;    
    case (state)
      S_NS_G: if (tick && tick_count == 4) next_state = S_NS_Y;
      S_NS_Y: if (tick && tick_count == 1) next_state = S_EW_G;
      S_EW_G: if (tick && tick_count == 4) next_state = S_EW_Y;
      S_EW_Y: if (tick && tick_count == 1) next_state = S_NS_G;
    endcase
  end
  always @(*) begin
    ns_g = 0; ns_y = 0; ns_r = 0;
    ew_g = 0; ew_y = 0; ew_r = 0;
    case (state)
      S_NS_G: begin
        ns_g = 1; ew_r = 1;
      end
      S_NS_Y: begin
        ns_y = 1; ew_r = 1;
      end
      S_EW_G: begin
        ew_g = 1; ns_r = 1;
      end
      S_EW_Y: begin
        ew_y = 1; ns_r = 1;
      end
    endcase
  end
endmodule
```
**/design/flow/run.sh**
```bash
#!/bin/bash
# OpenROAD 26Q1-2900-gdf79404cd8, Yosys 0.63+post, stock flow scripts
make -C /OpenROAD-flow-scripts/flow DESIGN_CONFIG=/design/flow/config.mk WORK_HOME=/design/flow/orfs finish
```
**/design/flow/config.mk**
```make
export PLATFORM = sky130hd
export DESIGN_NAME = traffic_light
export DESIGN_NICKNAME = traffic_light
export VERILOG_FILES = /design/flow/design.v
export SDC_FILE = /design/flow/constraint.sdc
export NUM_CORES = 4
export LEC_CHECK = 1
export CORE_AREA = 10 10 70 70
export DIE_AREA = 0 0 80 80
```
**/design/flow/constraint.sdc**
```tcl
current_design traffic_light

set clk_period 1.0
set clk_io_pct 0.2

create_clock -name clk0 -period $clk_period [get_ports {clk}]

set non_clock_inputs [all_inputs -no_clocks]
set_input_delay [expr $clk_period * $clk_io_pct] -clock clk0 $non_clock_inputs
set_output_delay [expr $clk_period * $clk_io_pct] -clock clk0 [all_outputs]
```
==> results.toml <==
# flow metrics
[worst_setup_path]
r2r_cells = 2
crit_path_top_delay_cell = "dfxtp_4"
cp_max_fo = 5
crit_type = "flop to output pin"
crit_path_start = "state[3]"
setup.worst_path.start_class = "flop"
r2r_end = "state[3]"
rr_startpoint = "state[3]"
worstPathCellList = "buf_6, nor3_2, buf_2"
cp-end-kind = "output pin"
crit_arrival_ps = 930
slowest_delay_ps = 350
r2r_setup_slack_ps = 320
cp.required_ps = 800

[route]
first_pass_iters = 3
antennaDiodeCount = 0
num_vias = 139
drtIter0Drc = 4
drc = 0
finalWirelength_um = 422
avgRoutedWirePerCell_um = 5.86
ant_nets = 0
vias_per_cell = 1.93

[job]
warning_count = 28
cap_violations = 0

[logic_synthesis]
netlist_area_um2 = 130
synthTopCellsByCount = "dfxtp_1, nor2b_1, nor3_1"
netlist_instances = 13
edf_count = 0
yosys.area.top_type_share_pct = 61.5
ys_top_cells_by_area = "dfxtp_1, nor2b_1, nor3_1, or2_1, nor2_1"
top_cell = "dfxtp_1"
avgSynthCellArea_um2 = 10.0
ys_seq_share_pct = 61.5
synth_warnings = 7
yosys_cells = 13
top_area_cell = "dfxtp_1"
synthFlopType = "dfxtp_1"
synth_flops = 4
synth-async-reset-ratio_pct = 0
yosys_area_um2 = 130
synth.distinct_cells = 5

[final_timing]
fin_skew_ps = 0
rsz0062_at_grt = "yes"
finalHoldViolations = 0
layout_min_cycle_time_ps = 1130
post-route-period-util_pct = 113
worstMarginPinSlew_ps = 141
drv_slew = 0
setup_ws_ps = -125
max_freq_mhz = 889
slew_headroom_pct = 90.6
setup_violations = 5

[clock_network]
holdBufCountCts = 0
cts_buffers = 3
root_buffer = "clkbuf_4"
clock_path_buffers = 2
tritoncts = "done"
clock-sinks = 4
clk_pin_slew_ps = 40
htreeDepth = 1
clk_latency_ps = 230

[placement]
gp_congestion = 0.683
io_buffers = 7
place_area_um2 = 265

[grt]
grt_overflow = 0
busiest_layer = "met3"
use_met1_pct = 1.46
antenna_found_initial = 0
grt_max_degree = 6
grt_util_all_layers_pct = 1.46
grt_pass1_vias = 139
grt_pass1_wl_um = 634
grt_util_met3_pct = 2.73
grtUsageMet2_pct = 1.20

[power_and_ir_drop]
p_sw_uw = 64.7
pwr-share-clk_pct = 54.5
p_leak_uw = 0.000118
p_sw_share_pct = 18.0
p_int_uw = 295
vdd_drop_max_mv = 0.194
p_total_uw = 360
seqPwrFrac_pct = 43.1
combPwrFrac_pct = 2.4
power.density_nw_per_um2 = 1170

[finish]
top_register = "state"
design_area_um2 = 308
largest_reg_flops = 4
area_delta_synth_final_pct = 137
fillers = 405
reg_top3 = "state x4"
drive_above_1_share_pct = 65.4

[min_path]
hold_depth = 1
hp-start = "state[0]"
min_to = "state[0]"
hp-class = "flop to flop"

[floorplan]
rows = 21
coreArea_um2 = 3420
initCoreUtil_pct = 3.81
die_height_um = 80
io_pins = 9
die-width_um = 80
chip_area_um2 = 6400

[status]
violations = "setup timing"
outcome = "complete, but fails checks"
-- worst max-delay path: cells and delay by family, from the launching register on --
family                 cells  cell delay [ps]
DFF                        1              350
buffers and inverters      2              220
and+or+nand+nor            1              120
-- power groups by stage --
stage / clock (uW) / combinational, uW / sequential, uW
after global routing: 226 / 9.53 / 155
final: 196 / 8.47 / 155
after CTS: 210 / 8.74 / 155
-- layer usage --
| layer | vias up | wire length (um) | share of wire, % |
|---|---|---|---|
| li1 | 70 | - | - |
| met3 | 0 | 132 | 31 |
| met2 | 11 | 132 | 31 |
| met4 | 0 | 0 | 0 |
| met5 | - | 0 | 0 |
| met1 | 58 | 158 | 37 |
-- worst max path at each step --
stage,end,cells past startpoint
4_1_cts,ns_g,3
5_1_grt,ns_g,3
6_report,ns_g,3
-- cells in the final DEF, fill, tap and decap left out, drive strengths merged --
| cell type | netlist | routed |
|---|---|---|
| dfxtp | 4 | 4 |
| nor2b | 3 | 3 |
| nor2 | 1 | 1 |
| clkbuf | 0 | 3 |
| clkdlybuf4s50 | 0 | 1 |
| buf | 0 | 8 |
| nor3 | 3 | 3 |
| dlygate4sd2 | 0 | 1 |
| or2 | 2 | 2 |
-- repair_timing --
item,4_1_cts,5_1_grt
buffers inserted,2,0
endpoints found under the setup margin,6,6
resized,27,0
pin swaps,4,1
-- area by class of cell --
| type | instances | area [um^2] | share of cell area (%) |
|---|---|---|---|
| repair buffers | 10 | 73.8 | 24.0 |
| well taps | 46 | 57.6 | 18.7 |
| flip-flops and latches | 4 | 88.8 | 28.9 |
| multi-input cells | 9 | 65.1 | 21.1 |
| clock buffers | 3 | 22.5 | 7.32 |
-- per-stage QoR --
step                setup slack [ps]  hold WS, ps  setup TNS (ps)  util [%]  cells
finish                          -125          465            -451      9.01     72
global route                    -180          489            -725      9.01     72
CTS                             -139          471            -540      9.01     72
detailed placement              -258          464           -1150      7.77     67
global placement                -248          463           -1030      7.77     67
floorplan                        286          272               0         -     13
-- logic make-up after synthesis --
| logic type | synth area share (%) |
|---|---|
| flops | 61.5 |
| simple gates | 38.5 |
Power and IR drop assume default switching activity.
