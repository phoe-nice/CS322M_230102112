==> /design/flow/design.v <==
module link_top (
  input  wire clk,
  input  wire rst,
  output wire done
);
  wire req, ack;
  wire [7:0] data, last_byte;
  master_fsm u_master (
    .clk(clk), .rst(rst), .ack(ack),
    .req(req), .data(data), .done(done)
  );
  slave_fsm u_slave (
    .clk(clk), .rst(rst), .req(req), .data_in(data),
    .ack(ack), .last_byte(last_byte)
  );
endmodule
`timescale 1ns / 1ps
module master_fsm(
  input wire clk,
  input wire rst,
  input wire ack,
  output reg req,
  output reg [7:0] data,
  output reg done
);
  localparam IDLE = 3'b000, DRIVE_DATA = 3'b001, WAIT_ACK = 3'b010,
              WAIT_ACK_LOW = 3'b011, DONE = 3'b100;
  reg [2:0] state_reg, state_next;
  reg [1:0] byte_count_reg, byte_count_next;
  always @(posedge clk) begin
    if (rst) begin
      state_reg <= IDLE;
      byte_count_reg <= 2'b00;
    end else begin
      state_reg <= state_next;
      byte_count_reg <= byte_count_next;
    end
  end
  always @(*) begin
    state_next = state_reg;
    byte_count_next = byte_count_reg;
    req = 1'b0;
    data = 8'hZZ;
    done = 1'b0;
    case (state_reg)
      IDLE: state_next = DRIVE_DATA;
      DRIVE_DATA: begin
        req = 1'b1;
        data = 8'hA0 + byte_count_reg;  
        state_next = WAIT_ACK;
      end
      WAIT_ACK: begin
        data = 8'hA0 + byte_count_reg;
        if (ack) begin
          state_next = WAIT_ACK_LOW;
          req = 1'b0;
          end
      end
      WAIT_ACK_LOW: begin
        if (!ack) begin
          if (byte_count_reg == 2'd3) state_next = DONE;
          else begin
            state_next = DRIVE_DATA;
            byte_count_next = byte_count_reg + 1;
          end
        end
      end
      DONE: begin
        done = 1'b1;
        state_next = IDLE;
      end
    endcase
  end
endmodule
`timescale 1ns / 1ps
module slave_fsm(
  input wire clk,
  input wire rst,
  input wire req,
  input wire [7:0] data_in,
  output reg ack,
  output reg [7:0] last_byte 
);
  localparam IDLE = 2'b00, ACK_1 = 2'b01, ACK_2 = 2'b10, WAIT_REQ_LOW = 2'b11;
  reg [1:0] state_reg, state_next;
  always @(posedge clk) begin
    if (rst) begin
      state_reg <= IDLE;
      last_byte <= 8'b0;
    end else begin
      state_reg <= state_next;
      if (state_reg == IDLE && req) begin
        last_byte <= data_in;  
      end
    end
  end
  always @(*) begin
    state_next = state_reg;
    ack = 1'b0;
    case (state_reg)
      IDLE: if (req) state_next = ACK_1;
      ACK_1: begin
        ack = 1'b1;
        state_next = ACK_2;
      end
      ACK_2: begin
        ack = 1'b1;
        state_next = WAIT_REQ_LOW;
      end
      WAIT_REQ_LOW: begin
        if (!req) state_next = IDLE;
      end
    endcase
  end
endmodule
==> /design/flow/run.sh <==
#!/bin/bash
# OpenROAD 26Q1-2900-gdf79404cd8, Yosys 0.63+post, stock flow scripts
make -C /OpenROAD-flow-scripts/flow DESIGN_CONFIG=/design/flow/config.mk WORK_HOME=/design/flow/orfs finish
==> /design/flow/config.mk <==
export PLATFORM = sky130hd
export DESIGN_NAME = link_top
export DESIGN_NICKNAME = link_top
export VERILOG_FILES = /design/flow/design.v
export SDC_FILE = /design/flow/constraint.sdc
export NUM_CORES = 4
export LEC_CHECK = 1
export CORE_AREA = 10 10 70 70
export DIE_AREA = 0 0 80 80
==> /design/flow/constraint.sdc <==
current_design link_top

set clk_period 1.3
set clk_io_pct 0.2

create_clock -name clk0 -period $clk_period [get_ports {clk}]

set non_clock_inputs [all_inputs -no_clocks]
set_input_delay [expr $clk_period * $clk_io_pct] -clock clk0 $non_clock_inputs
set_output_delay [expr $clk_period * $clk_io_pct] -clock clk0 [all_outputs]
==> flow_summary.toml <==
# generated from flow reports
[detailed_routing]
antenna-diode-count = 0
routed_wirelength_um = 577
drt-vias-per-instance = 2.94
antenna_left = 0
detail_route.drc_violations = 0
dr.first_iter.drc_count = 4
wl_per_cell_um = 6.63
route.vias.total = 256
first_pass_iters = 2

[cts]
worstSkewPairLatency_ps = 270
cts.sinks = 11
clock_tree.htree_level_count = 1
cts_tree = "yes"
post-cts-setup-buffers = 0
tritoncts.num_buffers = 3
clockBufferDepth = 2
postCtsResizedCells = 2
cts-root-buf = "sky130_fd_sc_hd__clkbuf_4"
cts.reportedPaths.clkPinSlew_ps = 70
cts_hold_buffers = 0

[place]
gpl.final_weighted_congestion = 0.768
detailedPlace.worstSlack_ps = 80.8
placed_cells_incl_taps = 83
hpwlAfterDp_um = 420
port_buffers = 2
dpl_cell_area_um2 = 449

[timing]
grt_setup_unrepaired = "no"
final-max-slew-violation-count = 0
min_period_over_period_pct = 84.8
hold_viol_final = 0
worst_hold_slack_ps = 437
clock-skew-final_ps = 5.86
fin_ws_ps = 197
slew-limit-headroom_pct = 86.5
clock.fmax_ghz = 0.907
worst-slew-pin-transition_ps = 202
final_layout_setup_total_negative_slack_ps = 0
finalSetupViolCount = 0
final_period_minus_worst_setup_slack_ps = 1100

[pwr]
seq_pwr_share_pct = 58.1
internal_power_uw = 477
power.leakage_nw = 0.178
combPwrFrac_pct = 4.2
netSwitchingPower_uw = 135
switching_share_pct = 22.0
p_total_uw = 612
irDropWorstVdd_mv = 0.507
powerDensity_nw_per_um2 = 1280
power_frac_clock_pct = 37.8

[die]
chip_area_um2 = 6400
core.rowCount = 21
fp.coreArea_um2 = 3420
floorplan.io_pins = 3
dieWidth_um = 80
core_density_at_floorplan_pct = 10.8
die_y_size_um = 80

[yosys]
netlist_area_um2 = 368
yosysWarnings = 3
top_area_cell = "sky130_fd_sc_hd__dfxtp_1"
synth_cells = 35
ys_seq_share_pct = 59.9
count_of_different_cell_masters_after_synthesis = 16
top_cell_area_share_pct = 59.9
ys_area_um2 = 368
ys_cells = 35
ys.flops = 11
netlist_top_cells_area = "sky130_fd_sc_hd__dfxtp_1 (60%), sky130_fd_sc_hd__a21oi_1 (4.1%), sky130_fd_sc_hd__o21ai_0 (4.1%), sky130_fd_sc_hd__nor2_1 (4.1%), sky130_fd_sc_hd__nor3b_1 (4.1%)"
post_synth.cell_area_avg_um2 = 10.5

[grt]
largest_net_degree_at_the_start_of_global_routing = 8
gr-usage-all-layers_pct = 1.78
grt_first_pass_wirelength_um = 966
antenna_found_initial = 0
first_global_vias = 248
grt_overflow_total = 0

[critical_path]
setup.worst_path.end_class = "flop"
timing.setup.critical_path_class = "reg2reg"
data_arrival_at_the_endpoint_of_the_critical_path_ps = 1300
worst-path-max-fanout = 4
worst_ep_required_time_ps = 1500
crit_path_start_kind = "flop"

[cells_and_area]
syn2layout_area_growth_pct = 29.6
largest_register_ff_count = 5
final_area_um2 = 477
post_route_cells_drive_above_1_share_pct = 22.0
finalCoreUtilization_pct = 14.0
instances_no_fill = 87

[job]
maxCapViolations = 0
stage_log_warnings = 25

[status]
result_of_the_run = "finished clean"

[min_path]
min_path_type = "reg2reg"
[cell usage in the layout (no fill, tap or decap), drive strengths merged, types with 2 or more instances in the layout]
cell | netlist | routed
nor3b | 2 | 2
nor2 | 4 | 4
a21oi | 3 | 3
o21ai | 4 | 4
clkbuf | 1 | 3
dfxtp | 11 | 11
nand2b | 2 | 2
[layer usage]
| metal | global-route usage (%) | vias to the layer above | share of wire (%) |
|---|---|---|---|
| li1 | - | 129 | - |
| met1 | 2.04 | 118 | 47 |
| met2 | 2.57 | 6 | 41 |
| met3 | 1.02 | 3 | 8.0 |
| met4 | 0.880 | 0 | 3.8 |
| met5 | 0 | - | 0 |
[kinds of logic (layout without fill, tap and decap cells)]
| family | count (synthesis) | after routing | share of synthesized area [%] |
|---|---|---|---|
| and+or+nand+nor | 11 | 11 | 16.7 |
| DFF | 11 | 11 | 59.9 |
| AOI/OAI and AO/OA | 9 | 9 | 15.3 |
| buffers and inverters | 2 | 8 | 2.04 |
| muxes | 1 | 1 | 2.72 |
| adders and majority gates | 1 | 1 | 3.40 |
[cells in the mapped netlist]
library cell                n
sky130_fd_sc_hd__nand2b_1   2
sky130_fd_sc_hd__or2_2      1
sky130_fd_sc_hd__dfxtp_1   11
sky130_fd_sc_hd__clkbuf_1   1
sky130_fd_sc_hd__o21ba_2    1
sky130_fd_sc_hd__a21oi_1    3
sky130_fd_sc_hd__o21bai_1   1
sky130_fd_sc_hd__o21ai_0    3
sky130_fd_sc_hd__ha_1       1
sky130_fd_sc_hd__nor2_1     4
sky130_fd_sc_hd__nor2b_1    1
sky130_fd_sc_hd__inv_1      1
sky130_fd_sc_hd__o21ai_2    1
sky130_fd_sc_hd__or3_1      1
sky130_fd_sc_hd__nor3b_1    2
sky130_fd_sc_hd__mux2i_1    1
[power by group through the flow]
stage | Combinational (mW) | Clock [mW] | Sequential, mW
final | 0.0255 | 0.231 | 0.355
after global routing | 0.0287 | 0.252 | 0.356
after CTS | 0.0256 | 0.233 | 0.355
[cell type report]
type | count | area [µm²]
Fill cell | 396 | 2940
Sequential cell | 11 | 221
Multi-Input combinational cell | 22 | 140
Tap cell | 46 | 57.6
Timing Repair Buffer | 3 | 26.3
Clock buffer | 3 | 22.5
Clock inverter | 1 | 5.00
Inverter | 1 | 3.75
[critical path: stages, from the launching register on]
cell and delay (ps):
sky130_fd_sc_hd__dfxtp_1 320, sky130_fd_sc_hd__ha_1 230, sky130_fd_sc_hd__or3_1 350, sky130_fd_sc_hd__a21oi_1 140
[worst paths after layout]
path | slack (ps) | start | to | depth (start not counted)
max | 200 | u_master.byte_count_reg[0]$_SDFFE_PP0P_ | u_master.byte_count_reg[0]$_SDFFE_PP0P_ | 3
min reg2reg | 440 | u_master.state_reg[1]$_DFF_P_ | u_master.state_reg[0]$_DFF_P_ | 1
max reg2reg | 200 | u_master.byte_count_reg[0]$_SDFFE_PP0P_ | u_master.byte_count_reg[0]$_SDFFE_PP0P_ | 3
min | 440 | u_master.state_reg[1]$_DFF_P_ | u_master.state_reg[0]$_DFF_P_ | 1
